File: flow/config.mk
export PLATFORM = sky130hd
export DESIGN_NAME = RCA
export DESIGN_NICKNAME = RCA
export VERILOG_FILES = /design/flow/design.v
export SDC_FILE = /design/flow/constraint.sdc
export NUM_CORES = 4
export LEC_CHECK = 1
export CORE_AREA = 10 10 70 70
export DIE_AREA = 0 0 80 80
File: flow/constraint.sdc
current_design RCA

set clk_period 10.2
set clk_io_pct 0.2

create_clock -name clk0 -period $clk_period

set non_clock_inputs [all_inputs -no_clocks]
set_input_delay [expr $clk_period * $clk_io_pct] -clock clk0 $non_clock_inputs
set_output_delay [expr $clk_period * $clk_io_pct] -clock clk0 [all_outputs]
File: flow/design.v
module full_adder (a, b, c, sum, cout); 
    input a, b, c; 
    output sum, cout; 
    wire t1, t2, t3; 
    xor G1 (t1, a, b), G2 (sum, t1, c); 
    and G3 (t2, a, b), G4 (t3, t1, c); 
    or G5 (cout, t2, t3); 
endmodule
module RCA (carry_out, sum, a, b, carry_in); 
    parameter N = 8; 
    input [N-1:0] a, b;
    input carry_in; 
    output [N-1:0] sum;
    output carry_out; 
    wire [N:0] carry;  
    assign carry[0] = carry_in; 
    assign carry_out = carry[N]; 
    genvar i; 
    generate for ( i = 0; i < N; i = i + 1) 
        begin 
          wire t1, t2, t3; 
          xor G1 (t1, a[i], b[i]), G2 (sum[i], t1, carry[i]); 
          and G3 (t2, a[i], b[i]), G4 (t3, t1, carry[i]); 
          or G5 (carry[i+1], t2, t3); 
        end 
    endgenerate
endmodule
File: flow/run.sh
#!/bin/bash
# OpenROAD 26Q1-2900-gdf79404cd8, Yosys 0.63+post, stock flow scripts
make -C /OpenROAD-flow-scripts/flow DESIGN_CONFIG=/design/flow/config.mk WORK_HOME=/design/flow/orfs finish
==> run summary <==
Implementation progress

The final route contains 209 vias. After its last routability iteration, the placer logged a weighted congestion of 0.785. The required time of the critical path stands at 8.16 ns.

The starting density of the core stands at 5.79%. The leakage power stands at 0.000213 uW. The OpenROAD report gives the critical path a data arrival time of 6.06 ns.

The total die area stands at 6400 um2. Total power for the finished layout comes to 26.6 uW. The core box area stands at 3420 um2.

The OpenROAD warning count stands at 32. The relative contribution of combinational cells to total power stands at 100.0%. The worst-path maximum fanout stands at 1. The final-report max-slew violation count stands at 0. The clock network accounts for 0% of the total power. The timing report attributes the biggest portion of critical-path delay to adder cells. The hold violation total from the final report stands at 0.

The cell type that accounts for the most area after synthesis is sky130_fd_sc_hd__fa_1. Per the cell usage report, the commonest logic cells after layout are sky130_fd_sc_hd__clkdlybuf4s50_1 (26), sky130_fd_sc_hd__inv_1 (10), sky130_fd_sc_hd__fa_1 (8). For this run, the top clock speed supported by timing is 123 MHz. Setup repair after global routing left no endpoint under its margin. The longest incremental delay of any stage on the critical path is reported as 0.46 ns. The via count of the first global-routing pass stands at 254. The run finished with clean final reports. The buffer-and-inverter tally for the worst setup path stands at 6.

After synthesis, the design contains 18 cells according to Yosys. The post-detailed-route wirelength per cell stands at 8.51 um. The area growth from synthesis to layout is 161%. STA classifies the critical path startpoint as an input pin. OpenSTA lists the critical path startpoint as a[0]. The number of maximum-capacitance violations stands at 0. Prior to clock tree synthesis, the placed netlist has a worst setup slack of 2.06 ns. In this design, the critical path's most frequently occurring cell is sky130_fd_sc_hd__fa_1.

Looking at the setup timing report, the critical path kind is in2out. The synthesized netlist occupies a cell area of 198 um2. The routed layout reports a DRC error count of 0. The net switching component of the power stands at 7.05 uW. The floorplan step set the die width to 80 um. The fraction of final layout cells sized beyond drive strength 1 stands at 0%. The main area contributors are sky130_fd_sc_hd__fa_1 (81%), sky130_fd_sc_hd__inv_1 (19%). The final timing report counts setup violations totalling 0. The final worst slack stands at 2.10 ns. The post-CTS hold buffer count recorded in the log is 0. STA classifies the critical path endpoint as an output pin. Entering global routing, the biggest net connects 2 pins. The count of nets left with antenna violations once routing finished came out at 0.

The sequential cell count of the final layout stands at 0. Warnings reported by Yosys during synthesis add up to 0. The final timing report derives a shortest allowable period of 8.10 ns. Among logic cells in the layout, the one with the most instances is sky130_fd_sc_hd__clkdlybuf4s50_1. Counting the clock-network buffers in the layout gives 0. The number of antenna violations at the first check in global routing stands at 0.

The detailed-route wire length stands at 766 um. The accumulated negative setup slack stands at 0 ns. In the finished design, the share of the clock period the worst path needs comes to 79.4%. The cell count after synthesis stands at 18. The total overflow left after global routing is 0.

In the Yosys report, the sequential cells make up 0% of the chip area. The slew check shows that the tightest pin keeps a relative margin of 93.1%. In this run the most critical hold path is launched from carry_in. The vertical extent of the die stands at 80 um.

The first detailed-routing pass took 2 iterations. The area figure in the yosys stat output stands at 198 um2. The number of antenna cells inserted stands at 0. The HPWL after detailed placement stands at 758 um. The pin closest to its max-slew limit shows a slew of 0.104 ns.

The first global-routing pass estimated 1.20 mm of wire. Per STA, the worst path is made up of clkdlybuf4s50_1 > inv_1 > fa_1 > inv_1 > fa_1 > fa_1 > fa_1 > fa_1 > fa_1 > fa_1 > inv_1 > fa_1 > inv_1 > clkdlybuf4s50_1. The power per cell area stands at 51.6 nW/um2.

The top cell type's share of synthesized area stands at 81.0%. The internal cell power stands at 19.5 uW. The switching power share of the total stands at 26.5%. Once the clock tree was built, the resizer swapped 0 gates to a different size.

The power report attributes to the sequential group a share of 0%. Post-CTS timing repair inserted 0 buffers for setup. Among all stages on the critical path, the largest delay is contributed by sky130_fd_sc_hd__clkdlybuf4s50_1. The placement report lists the number of port buffers as 26. After synthesis, the netlist uses 2 different library cells. Detailed-route iteration 0 reported a violation count of 1. The area taken by flip-flops and latches stands at 0 um2. In this run the core area contains 21 standard-cell rows. The global routing usage summed across all routing layers stands at 2.31%.

A synthesized cell averages 11.0 um2. The average vias per placed instance stands at 2.32. The most critical min-delay path falls under in2out. The analysis reports a worst IR drop on VDD of 0.0170 mV. The number of top-level pins stands at 26.
layout make-up:
type,count,area [um2]
multi-input cells,8,160
inverters,10,37.5
well taps,46,57.6
fillers,393,2900
repair buffers,26,260
synth_stat cells:
cell and n:
sky130_fd_sc_hd__fa_1 8, sky130_fd_sc_hd__inv_1 10
power groups by stage:
stage / Clock [uW] / Combinational [uW] / Sequential (uW)
finish: 0 / 26.6 / 0
global route: 0 / 30.0 / 0
CTS: 0 / 27.6 / 0
path summary, 6_finish.rpt:
| path | end | slack, ns | depth (start not counted) |
|---|---|---|---|
| max | sum[7] | 2.10 | 14 |
| min | sum[0] | 5.12 | 5 |
kinds of logic after synthesis:
| kind of cell | count (synthesis) | synth area share [%] |
|---|---|---|
| buffers and inverters | 10 | 19.0 |
| adder cells (fa/ha/maj) | 8 | 81.0 |
metal layers:
metal	up-vias	GRT usage (%)	share of wire, %
met4	0	0	0
met5	-	0	0
met2	25	2.49	27
li1	96	-	-
met1	88	3.54	47
met3	0	1.82	26
metrics by stage:
step | cell area [um2] | utilization (%) | instances | hold WS, ns
3_3_place_gp | 515 | 15.1 | 90 | 5.13
4_1_cts | 515 | 15.1 | 90 | 5.14
5_1_grt | 515 | 15.1 | 90 | 5.18
6_report | 515 | 15.1 | 90 | 5.12
2_1_floorplan | 198 | - | 18 | 4.19
3_5_place_dp | 515 | 15.1 | 90 | 5.13
Power is estimated from default activity; no workload was simulated.
