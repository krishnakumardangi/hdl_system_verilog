===== design/flow/run.sh =====
#!/bin/bash
# OpenROAD 26Q1-2900-gdf79404cd8, Yosys 0.63+post, stock flow scripts
make -C /OpenROAD-flow-scripts/flow DESIGN_CONFIG=/design/flow/config.mk WORK_HOME=/design/flow/orfs finish

===== design/flow/config.mk =====
export PLATFORM = sky130hd
export DESIGN_NAME = alu_example
export DESIGN_NICKNAME = alu_example
export VERILOG_FILES = /design/flow/design.v
export SDC_FILE = /design/flow/constraint.sdc
export NUM_CORES = 4
export LEC_CHECK = 1
export CORE_AREA = 10 10 76 76
export DIE_AREA = 0 0 86 86

===== design/flow/constraint.sdc =====
current_design alu_example

set clk_period 6.5
set clk_io_pct 0.2

create_clock -name clk0 -period $clk_period

set non_clock_inputs [all_inputs -no_clocks]
set_input_delay [expr $clk_period * $clk_io_pct] -clock clk0 $non_clock_inputs
set_output_delay [expr $clk_period * $clk_io_pct] -clock clk0 [all_outputs]

===== design/flow/design.v =====
module alu_example (alu_out, A, B, operation, en);
    input [2:0] operation; input [7:0] A, B;
    input en;
    output [7:0] alu_out; reg [7:0] alu_reg;
    assign alu_out = (en == 1) ? alu_reg : 4'bz;
    always @ (*)
        case (operation)
            3'b000 : alu_reg = A + B;
            3'b001 : alu_reg = A - B;
            3'b011 : alu_reg = ~ A;
            default : alu_reg = 4'b0;
        endcase
endmodule

==> results.toml <==
# flow metrics
[outcome]
status = "complete, no violations"

[timing]
timing.final.setup_violations = 0
max_slew_margin_pct = 73.81
finalCriticalPeriod_ns = 5.604
final.period_utilization_pct = 86.22
tightest_slew_ns = 0.3917
unrepaired_setup_endpoints_after_global_routing = "false"
finalMaxSlewViolations = 0
final_critical_path_setup_slack_ns = 0.8956
fin_hold_viols = 0
max_clock_freq_mhz = 178.4
timing.setup.tns_ns = 0

[placement]
dpl_cell_area_sq_um = 922.1
place_worst_setup_slack_ns = 0.8651
placedCellCount = 160
buffer_ports.inserted = 28
hpwlAfterDp_mm = 1.624
gpl.final_weighted_congestion = 0.7830

[drt]
drtAntennaViolNets = 0
num_vias = 638
routed_via_density = 3.988
wirelength_routed_mm = 1.836
drt-pass1-iter-count = 4
dr.first_iter.drc_count = 18
wire_per_inst_um = 11.48
antenna-diode-count = 0
remaining_design_rule_violation_count = 0

[min_path]
hold_path.class = "in -> out"

[pwr]
sequentialPowerShare_pct = 0
cellPowerDensity_nw_per_um2 = 80.69
power_switching_mw = 0.03238
power_leakage_nw = 0.3815
cell_internal_pwr_mw = 0.04203
p_total_mw = 0.07440
clockPowerShare_pct = 0
worst_ir_drop_vdd_mv = 0.02627
switching_share_pct = 43.51
share_comb_of_total_power_pct = 100.0

[logic_synthesis]
ys.warnings.count = 2
ys_area_sq_um = 590.6
netlist_area_sq_um = 590.6
count_of_unique_library_cells_instantiated_by_yosys = 29
post_synthesis_average_cell_area_sq_um = 7.031
synth.yosys.seq_area_share_pct = 0
synth.yosys.num_cells = 84
postSynthCellCount = 84

[flow_run]
log.warning_count = 32
maxCapViolCount = 0

[cts]
cts_hold_buf = 0
post_cts.resized_instances = 0
cts.repair_timing.setup_buffer_count = 0

[cells_and_area]
final_design_area_no_fill_sq_um = 922.1
layout_top_cells = "sky130_fd_sc_hd__clkdlybuf4s50_1 (28), sky130_fd_sc_hd__inv_1 (9), sky130_fd_sc_hd__xnor2_1 (8), sky130_fd_sc_hd__nor2_1 (8), sky130_fd_sc_hd__ha_1 (8)"
nClkBuffers = 0
sequential_cell_area_sq_um = 0
final_common_cell = "sky130_fd_sc_hd__clkdlybuf4s50_1"
nFlopsAndLatches = 0
area_growth_syn_to_layout_pct = 56.14
final_cell_count_no_fill = 160
drive_gt1_share_pct = 3.636

[global_routing]
grt_max_degree = 12
grt_use_total_pct = 4.702
grt_antenna_before_repair = 0
grt_first_pass_wirelength_mm = 2.904
grt_pass1_vias = 595
global_route.overflow_total = 0

[worst_setup_path]
crit_type = "in -> out"
timing.critical_path.required_ns = 5.20
signal_arrival_time_at_the_worst_endpoint_ns = 4.30
crit_fanout = 7
worst_setup_path_start_kind = "input port"
worstSetupEndpointType = "primary output"

[floorplan]
core_area_sq_um = 4115
design.portCount = 28
die_width_um = 86
die_area_sq_um = 7396
rows = 23
overall_die_height_um = 86
floorplan.initialDensity_pct = 14.35
routing by layer:
layer / wire length (um) / vias up / GRT usage (%)
met1: 877 / 273 / 6.212
met2: 891 / 11 / 8.316
met4: 0 / 0 / 0
li1: - / 354 / -
met5: 0 / - / 0
met3: 67 / 0 / 0.6673
stage by stage:
step,util (%),hold WS (ns)
3_5_place_dp,22.41,3.722
4_1_cts,22.41,3.717
2_1_floorplan,-,2.762
6_report,22.41,3.701
3_3_place_gp,22.41,3.714
5_1_grt,22.41,3.742
critical path: stages:
cell and delay [ns]:
sky130_fd_sc_hd__clkdlybuf4s50_1 0.50, sky130_fd_sc_hd__nor3b_4 0.36, sky130_fd_sc_hd__mux2_2 0.41, sky130_fd_sc_hd__fa_1 0.44, sky130_fd_sc_hd__nor2b_1 0.11, sky130_fd_sc_hd__o21ai_0 0.11
sky130_fd_sc_hd__a21boi_0 0.27, sky130_fd_sc_hd__o21ai_0 0.14, sky130_fd_sc_hd__mux2i_1 0.13, sky130_fd_sc_hd__nand2_1 0.07, sky130_fd_sc_hd__clkdlybuf4s50_1 0.46
worst paths after layout:
kind | startpoint | to | slack, ns | cells past startpoint
worst max-delay path | operation[1] | alu_out[6] | 0.90 | 11
worst min-delay path | A[0] | alu_out[0] | 3.70 | 4
cell families (layout without fill, tap and decap cells):
group	count (synthesis)	in the layout	share of synthesized area [%]
and+or+nand+nor	31	31	30.72
AOI/OAI and AO/OA	21	21	22.88
buffers and inverters	11	37	7.627
xor gates and xnor gates	10	10	14.83
adders and majority gates	9	9	20.34
muxes	2	2	3.602
power by group through the flow:
stage / sequential, mW / combinational (mW) / clock (mW)
6_report: 0 / 0.0744 / 0
5_1_grt: 0 / 0.0841 / 0
4_1_cts: 0 / 0.0753 / 0
layout make-up:
class	count	area, sq um
repair buffers	28	280.3
inverters	9	33.78
multi-input cells	73	545.5
well taps	50	62.56
fillers	464	3193
cells in the mapped netlist, drive strengths merged:
cell    number  area (sq um)
nor2         8         30.03
and2         6         37.54
nor3         3         15.01
xnor2        8         70.07
nor3b        3         33.78
mux2         1         11.26
inv          9         33.78
a31oi        4         25.02
or2          1         6.260
a21boi       1         7.510
clkbuf       1         3.750
nand2        5         18.77
o21ai        2         10.01
nand3b       2         15.01
fa           1         20.02
a21o         2         15.01
ha           8         100.1
nor2b        1         6.260
and4         1         8.760
and4b        1         10.01
buf          1         7.510
xor2         2         17.52
mux2i        1         10.01
a31o         1         8.760
o31a         1         8.760
o32ai        1         8.760
o22ai        5         31.28
a21oi        4         20.02
Power is estimated from default activity; no workload was simulated.
