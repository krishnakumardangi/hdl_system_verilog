==> design/flow/design.v <==
module ALU_4bit (f, a, b, op); 
    input [1:0] op; input [7:0] a, b;
    output reg [7:0] f; 
    parameter ADD=2'b00, SUB=2'b01, MUL=2'b10, DIV=2'b11;
    always @(*)
        case (op)
            ADD : f = a + b;
            SUB : f = a - b;
            MUL : f = a * b;
            DIV : f = a / b;
        endcase
endmodule
==> design/flow/run.sh <==
#!/bin/bash
# OpenROAD 26Q1-2900-gdf79404cd8, Yosys 0.63+post, stock flow scripts
make -C /OpenROAD-flow-scripts/flow DESIGN_CONFIG=/design/flow/config.mk WORK_HOME=/design/flow/orfs finish
==> design/flow/config.mk <==
export PLATFORM = sky130hd
export DESIGN_NAME = ALU_4bit
export DESIGN_NICKNAME = ALU_4bit
export VERILOG_FILES = /design/flow/design.v
export SDC_FILE = /design/flow/constraint.sdc
export NUM_CORES = 4
export LEC_CHECK = 1
export CORE_UTILIZATION = 30
==> design/flow/constraint.sdc <==
current_design ALU_4bit

set clk_period 20.0
set clk_io_pct 0.2

create_clock -name clk0 -period $clk_period

set non_clock_inputs [all_inputs -no_clocks]
set_input_delay [expr $clk_period * $clk_io_pct] -clock clk0 $non_clock_inputs
set_output_delay [expr $clk_period * $clk_io_pct] -clock clk0 [all_outputs]
==> impl_metrics.toml <==
# physical design summary
[timing]
max_freq_mhz = 52.57
tns_ns = 0
holdWs_ns = 9.187
slew_headroom_pct = 54.80
setup_ws_ns = 0.9791
finalHoldViolCount = 0
setup_viol = 0
rsz0062_at_grt = "false"
period_needed_ns = 19.02
tightest_slew_ns = 0.6759
slew_violations = 0
period_used_pct = 95.10

[synthesis]
yosysChipArea_sq_mm = 0.003080
netlist-cell-type-count = 59
yosysTopAreaCellShare_pct = 26.00
yosysTopAreaCell = "ha_1"
synthesis.area_sq_mm = 0.003080
ys.warnings.count = 1
topCellsByArea = "ha_1 (26%), fa_1 (8.4%), xnor2_1 (8.0%)"
avgSynthCellArea_sq_um = 7.625
synth_seq_share_pct = 0
postSynthCellCount = 404
yosysCellCount = 404

[die]
fp.dieW_um = 103.3
fp-utilization_pct = 31.23
fp-row-count = 36
io_pins = 26
fp.dieH_um = 103.3
dieArea_sq_mm = 0.01068
core_area_sq_mm = 0.009864

[pwr]
p_per_area_mw_per_mm2 = 42.21
pwr-share-clk_pct = 0
switching_share_pct = 50.38
combPwrFrac_pct = 100.0
seqPwrFrac_pct = 0
p_int_mw = 0.07382
leakage_nw = 1.588
ir_drop_mv = 0.01805
p_sw_mw = 0.07496

[final_layout]
clkbuf_count = 0
design_area_sq_mm = 0.003525
n_sequential_cell = 0
area.sequential_sq_um = 0
drive_gt1_share_pct = 7.565
area_growth_pct = 14.42

[global_route]
grtUsageMet1_pct = 23.26
grt_pass1_wl_um = 13400
busiest_layer = "met2"
track_usage_pct = 16.33
grt_max_degree = 19
first_global_vias = 2638
antenna_found_initial = 0
grt_overflow = 0
met2_usage_pct = 28.05
met3_usage_pct = 0.6831

[setup_path]
crit_required_ns = 16.00
arrival_ns = 15.02
crit_fanout = 14
critPathMostFrequentCell = "ha_1"
cpPeakStageDelay_ns = 0.64
slowest_stage = "clkdlybuf4s50_1"
worstSetupPathType = "input port to output pin"
endpoint_kind = "output pin"
start_kind = "input port"

[min_path]
hold_path.class = "input port to output pin"
min_path_cells = 5

[routing]
drt_iter0_drc = 111
viasPerCell = 5.097
drc = 0
num_vias = 2834
antennaDiodeCount = 0
dr.pass1.iters = 5
post_drt_wl_per_cell_um = 14.44
wl_um = 8031
antenna_left = 0

[job]
tool_warnings = 37
drv_cap = 0

[placement]
gp_congestion = 0.8895
place_area_sq_mm = 0.003466
pre_cts_slack_ns = 0.5698
dp_hpwl_um = 6707
numPortBuffers = 26

[cts]
holdBufCountCts = 0

[status]
status = "finished clean"
layer usage:
metal / up-vias / part of all wire, %
li1: 1482 / -
met1: 1290 / 49
met2: 49 / 46
met3: 13 / 2.9
met4: 0 / 1.7
met5: - / 0
cell families after synthesis:
kind of cell / Yosys count / synth area share (%)
XOR/XNOR: 37 / 11.41
AND-OR/OR-AND: 102 / 23.64
adder cells (fa/ha/maj): 77 / 34.44
AND/OR/NAND/NOR: 122 / 19.01
buffers and inverters: 52 / 6.580
multiplexers: 14 / 4.915
per-stage QoR:
step | instances | power, mW | util (%)
after CTS | 552 | 0.1490 | 35.13
after global routing | 556 | 0.1698 | 35.73
after detailed placement | 552 | 0.1481 | 35.13
final | 556 | 0.1488 | 35.73
after global placement | 552 | 0.1483 | 35.13
after floorplan | 404 | 0.1092 | -
power groups by stage:
stage	clock [mW]	combinational [mW]	sequential, mW
CTS	0	0.149	0
global route	0	0.170	0
finish	0	0.149	0
placed cells by master, fill, tap and decap left out, types with 4 or more instances in the layout:
| master | count |
|---|---|
| o211ai_1 | 10 |
| nand2_1 | 28 |
| o21a_1 | 13 |
| buf_4 | 6 |
| nor2_1 | 45 |
| a21oi_1 | 21 |
| o21ai_0 | 17 |
| inv_1 | 38 |
| a21o_1 | 7 |
| mux2_2 | 9 |
| nor2b_1 | 4 |
| nand3_1 | 6 |
| xor2_1 | 7 |
| xnor2_1 | 28 |
| clkdlybuf4s50_1 | 25 |
| and2_1 | 5 |
| nand2b_1 | 5 |
| ha_1 | 64 |
| fa_1 | 13 |
| a31oi_1 | 4 |
| mux2i_1 | 5 |
| nor3_1 | 12 |
path summary, 6_finish.rpt:
path / from / endpoint / slack, ns
setup / recovery: b[4] / f[0] / 0.98
hold / removal: b[0] / f[0] / 9.19
cell type report:
| cell class | count | area [sq um] |
|---|---|---|
| Inverter | 39 | 150.1 |
| Multi-Input combinational cell | 352 | 2900 |
| Fill cell | 992 | 6340 |
| Tap cell | 133 | 166.4 |
| Timing Repair Buffer | 32 | 307.8 |
what timing repair did:
action / 4_1_cts / 5_1_grt
resized: 0 / 5
setup endpoints to repair: 0 / 1
buffers inserted: 0 / 4
cell usage after synthesis, types with 2 or more instances:
master	number
xnor2_1	28
a211oi_1	2
clkbuf_1	9
o31a_1	2
a21o_1	7
nor2b_1	4
and2_1	5
xor2_1	7
nor4_1	2
a21oi_1	21
o211ai_1	10
nor2_1	45
nor3_1	12
o21a_1	13
a41oi_1	3
a21boi_0	3
xnor3_1	2
a31oi_1	4
buf_2	3
ha_1	64
inv_1	39
nand3_1	6
nand2b_1	5
o21ai_0	17
or2_2	2
o22ai_1	3
fa_1	13
or3_1	3
mux2i_1	5
nand2_1	28
mux2_2	9
worst max-delay path: cells and delay by family:
family	cells	cell delay, ns
buffers and inverters	3	1.26
muxes	4	1.52
and+or+nand+nor	8	1.85
AOI/OAI and AO/OA	18	4.23
adders and majority gates	7	2.16
No activity file was given, so power comes from the tool's default toggle rates.
